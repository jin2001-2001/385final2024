==> flow/design.v <==
module badicecream(input         Clk,                 
                             Reset,               
                             frame_clk,           
                input [10:0]   DrawX, DrawY ,    
				input [15:0]   keycode,				  
               	output logic is_BI	,			 
				output logic [10:0] BI_X, BI_Y,
				input logic up_wall, down_wall , left_wall, right_wall,
				output logic [10:0] BI_X_Pos, BI_Y_Pos,
				output logic [5:0] BI_BlkX_Pos, BI_BlkY_Pos
              );
	enum logic[2:0] { 
					 right=3'b000, 
					 left=3'b001,
					 up=3'b010,
					 down=3'b011,
					 Halted=3'b100} Dir, Dir_in, Dir_delayed, Dir_delayed_in;
    parameter [10:0] BI_X_Corner = 11'd64;   
    parameter [10:0] BI_Y_Corner = 11'd95;   
    parameter [5:0] BI_Blk_X_Corner = 6'd1;   
    parameter [5:0] BI_Blk_Y_Corner = 6'd1;   
    parameter [10:0] BI_X_Step = 10'd1;       
    parameter [10:0] BI_Y_Step = 10'd1;       
    parameter  BI_sizeX = 6'd32;         
	parameter  BI_sizeY = 6'd48;
	logic [5:0] frame_counter, per_frame_counter;   
	logic [5:0] frame_counter_in, per_frame_counter_in;
	logic [5:0] pace_counter, pace_counter_in;
    logic [10:0] BI_X_Motion, BI_Y_Motion;
    logic [10:0] BI_X_Pos_in, BI_X_Motion_in, BI_Y_Pos_in, BI_Y_Motion_in;
	logic [5:0] BI_BlkX_Pos_in, BI_BlkY_Pos_in;
	logic [2:0] health;
	initial 
	begin
			BI_X_Pos <= BI_X_Corner;
            BI_Y_Pos <= BI_Y_Corner;
			BI_BlkX_Pos <= BI_Blk_X_Corner;
			BI_BlkY_Pos <= BI_Blk_Y_Corner;
            BI_X_Motion <= 10'b0;
            BI_Y_Motion <= 10'b0;
			health <=3'd1;
			frame_counter <=6'b0;
			per_frame_counter <=6'b0;
			frame_counter_in <=6'b0;
			per_frame_counter_in <=6'b0;
			Dir <= Halted;
			Dir_delayed <= down;
			pace_counter = 0;
			pace_counter_in = 0;
	end
    logic frame_clk_delayed, frame_clk_rising_edge;
   always_ff @ (posedge Clk) 
	begin
        frame_clk_delayed <= frame_clk;
        frame_clk_rising_edge <= (frame_clk == 1'b1) && (frame_clk_delayed == 1'b0);
		frame_counter <= frame_counter_in;
		per_frame_counter <=  per_frame_counter_in;
    end
	always_comb
	begin
		frame_counter_in = frame_counter;
		per_frame_counter_in = per_frame_counter;
		if (frame_clk_rising_edge)    
		begin
		per_frame_counter_in = per_frame_counter+6'b1;
		if((per_frame_counter) == 6'b000111)  
			begin
				per_frame_counter_in=6'b0;
				frame_counter_in = frame_counter+6'b1;
				if((frame_counter ) == 6'b100)  
				begin
					frame_counter_in=6'b0;
				end
			end
		end
	end
    always_ff @ (posedge Clk)
    begin
        if (Reset)
        begin
            BI_X_Pos <= BI_X_Corner;
            BI_Y_Pos <= BI_Y_Corner;
			BI_BlkX_Pos <= BI_Blk_X_Corner;
			BI_BlkY_Pos <= BI_Blk_Y_Corner;
            BI_X_Motion <= 10'd0;
            BI_Y_Motion <= 10'd0;
			pace_counter <= 6'd0;
				Dir <= Halted;
				Dir_delayed <= down;
        end
        else
        begin
			pace_counter <= pace_counter_in;
            BI_X_Pos <= BI_X_Pos_in;
            BI_Y_Pos <= BI_Y_Pos_in;
            BI_X_Motion <= BI_X_Motion_in;
            BI_Y_Motion <= BI_Y_Motion_in;
			BI_BlkX_Pos <= BI_BlkX_Pos_in;
			BI_BlkY_Pos <= BI_BlkY_Pos_in;
			Dir <= Dir_in;
			Dir_delayed <= Dir_delayed_in;
        end
    end
    always_comb
    begin
		pace_counter_in = pace_counter;
        BI_X_Pos_in = BI_X_Pos;
        BI_Y_Pos_in = BI_Y_Pos;
		BI_X_Motion_in = BI_X_Motion;
		BI_Y_Motion_in = BI_Y_Motion;
        BI_BlkX_Pos_in = BI_BlkX_Pos;    
        BI_BlkY_Pos_in = BI_BlkY_Pos;
		Dir_in = Dir;
		Dir_delayed_in = Dir_delayed;
		if(health != 0)
		begin
			if (frame_clk_rising_edge)
			begin
            	BI_X_Pos_in = BI_X_Pos + BI_X_Motion_in;
            	BI_Y_Pos_in = BI_Y_Pos + BI_Y_Motion_in;
				if (Dir == Halted)  
				begin
					if ((keycode[7:0] == 8'd26) || ((keycode[15:8] == 8'd26 )))  
					begin
						Dir_delayed_in = up;
						if(up_wall)
						begin
							BI_Y_Motion_in = 0;
							BI_X_Motion_in = 0;
							Dir_in = Halted;
						end
						else
						begin
							BI_Y_Motion_in = -BI_Y_Step;
							BI_X_Motion_in = 0;
							Dir_in = up;	
						end
					end
					else if (((keycode[7:0] == 8'd4) || keycode[15:8] == 8'd4 ))  
						begin
							Dir_delayed_in = left;
							if (left_wall)			
							begin
								BI_X_Motion_in = 0;
								BI_Y_Motion_in = 0;
								Dir_in = Halted;
							end
							else
							begin
								BI_Y_Motion_in = 0;
								BI_X_Motion_in = -BI_X_Step;
								Dir_in = left;
							end
						end
					else if((keycode[7:0] == 8'd22) || ((keycode[15:8] == 8'd22 )))  
						begin
							Dir_delayed_in = down;
							if (down_wall) 
							begin
								BI_Y_Motion_in = 0;
								BI_X_Motion_in = 0;
							Dir_in = Halted;
							end
							else
							begin
								BI_Y_Motion_in = BI_Y_Step;
								BI_X_Motion_in = 0;
								Dir_in = down;
							end
						end
					else if (((keycode[7:0]) == 8'd7) || ((keycode[15:8]) == 8'd7))  
						begin
							Dir_delayed_in = right;
							if(right_wall) 
							begin
								BI_X_Motion_in = 0;
								BI_Y_Motion_in = 0;
								Dir_in = Halted;
							end
							else
							begin
								BI_Y_Motion_in = 0;
								BI_X_Motion_in = BI_X_Step;
								Dir_in = right;	
							end
						end
					else
						begin              
						end
				end
				else  
				begin
					pace_counter_in = pace_counter + 6'd1;
					if(pace_counter == 6'd31)
					begin
						pace_counter_in = 6'd0;
						case(Dir)
							left:
							begin
								BI_BlkX_Pos_in = BI_BlkX_Pos -1;
							end
							right:
							begin
								BI_BlkX_Pos_in = BI_BlkX_Pos +1;
							end
							up:
							begin
								BI_BlkY_Pos_in = BI_BlkY_Pos -1;
							end
							down:
							begin
								BI_BlkY_Pos_in = BI_BlkY_Pos +1;
							end
							default:
							begin
								BI_BlkY_Pos_in = 0;  
							end
						endcase
						Dir_in = Halted;
						BI_Y_Motion_in = 0;
						BI_X_Motion_in = 0;						
					end
				end
			end
        end
    end
    int DistX, DistY, Size;
    assign DistX = DrawX - BI_X_Pos;
    assign DistY = DrawY - BI_Y_Pos;
    always_comb begin
		   if (DistX < BI_sizeX && DistX >= 0 && DistY<=0 && -DistY < BI_sizeY)
		  begin
        is_BI = 1'b1;
				BI_X = DrawX - BI_X_Pos+({5'b0, frame_counter}*32);
				BI_Y = DrawY - BI_Y_Pos+BI_sizeY-1+ Dir_delayed_in*48;
		  end
        else
		  begin
        is_BI = 1'b0;
				BI_X = 0;
				BI_Y = 0;
        end
    end
endmodule
==> flow/run.sh <==
#!/bin/bash
# OpenROAD 26Q1-2900-gdf79404cd8, Yosys 0.63+post, stock flow scripts
make -C /OpenROAD-flow-scripts/flow DESIGN_CONFIG=/design/flow/config.mk WORK_HOME=/design/flow/orfs finish
==> flow/config.mk <==
export PLATFORM = sky130hd
export DESIGN_NAME = badicecream
export DESIGN_NICKNAME = badicecream
export VERILOG_FILES = /design/flow/design.v
export SDC_FILE = /design/flow/constraint.sdc
export NUM_CORES = 4
export LEC_CHECK = 1
export CORE_UTILIZATION = 50
==> flow/constraint.sdc <==
current_design badicecream

set clk_period 8.9
set clk_io_pct 0.2

create_clock -name clk0 -period $clk_period [get_ports {Clk}]

set non_clock_inputs [all_inputs -no_clocks]
set_input_delay [expr $clk_period * $clk_io_pct] -clock clk0 $non_clock_inputs
set_output_delay [expr $clk_period * $clk_io_pct] -clock clk0 [all_outputs]
==> changes_impl.md <==
## Flow update

* Run status: finished clean
* # IOs at 102
* Fill cells at 1008
* OpenROAD warnings at 32
* Max cap viols at 0
* All-Layer GR Usage at 23.21%
* Post-Syn Area at 0.006166 mm2
* CP startpoint kind: primary input
* # Cells Yosys at 723
* Critical path arrival at 6.77 ns
* Die Span Y at 113.1 um
* Die X at 113.1 um
* TritonCTS clock tree: yes
* Vias in the first global route at 4964
* TritonCTS Buffers at 9
* WS Path Type: in -> out
* Final core occ at 64.40%
* Initial DRC count at 219
* Final Max Slew Viols at 0
* CP Cell Sequence: clkdlybuf4s50_1 > inv_1 > ha_1 > fa_1 > xnor2_1 > inv_1 > ha_1 > nand2_1 > nor3_2 > nand3_2 > or4_1 > ha_1 > nor4bb_2 > nand4_1 > a311oi_2 > nand4b_1 > a2111o_1 > buf_6 > nor4_2 > clkdlybuf4s50_1
* Drt wl/cell at 13.92 um
* Final Hold Violating Endpoints at 0
* Tcrit/Tclk final at 96.08%
* Area growth from synthesis to layout at 25.45%
* Core Util at FP at 51.33%
* Leak Pwr at 3.093 nW
* Post-synth EDFFs at 12
* Hold Path Class: reg -> reg
* RSZ-0062 raised after global routing: false
* Top-area cell share at 17.05%
* Initial antenna violation count at 0
* Antenna cells at 0
* CP required at 7.12 ns
* CP max stage cell: or4_1
* WL final at 13.60 mm
* Synth Instances at 723
* Worst Path Buf+Inv at 5
* Pwr Density at 118.0 mW/mm2
* Crit path max-delay family: simple AND/OR/NAND/NOR gates
* Worst slew pin tran at 0.6775 ns
* Clk root buf: clkbuf_16
* CP peak stage delay at 0.50 ns
* Register share after synthesis at 22.40%
* Synthesis area per yosys at 0.006166 mm2
* Post-route minimum period at 8.551 ns
* Post-CTS Hold Buffers at 0
* Slew HR at 53.66%
* RePlAce Congestion at 0.9000
* Hold path depth at 1
* Yosys cell types at 78
* HPWL after DPL at 10.82 mm
* Insertion Delay late pin at 0.33 ns
* Vias at 5324
* Final TNS setup at 0 ns
* # placed instances at 961
* Clock Pin Slew Worst Setup and Hold Paths at 0.06 ns
* Max Clk Rate at 0.1169 GHz
* Crit-path most repeated cell: ha_1
* Core area at 0.01201 mm2
* Htree depth at 3
* Critical Path Sink Type: output pin
* CTS sink count at 63
* Area leader, netlist: ha_1
* Grt ovf at 0
* # DRC at 0
* WP depth at 20
* Vias per Instance at 5.449
* Die ar. at 0.01278 mm2
* Top cells, area: ha_1, dfxtp_1, edfxtp_1
* Max VDD drop at 0.00009655 V
* Final ANT Viol Nets at 0
* Row count at 40
* Setup Viol. Count Final at 0
* First-pass GRT wire length at 23.45 mm
* Maximum clock path buffer count at 2
* Warnings from Yosys at 1
* Top cells excl fill/tap: clkdlybuf4s50_1, ha_1, inv_1
* FF-to-FF path depth at 10
* Share of layout cells above drive strength 1 at 9.277%
* Largest net degree at the start of global routing at 31
* Clock skew at 0.007595 ns
* Final WS setup at 0.3488 ns
* Post-Layout Cell Count at 977
* Synth flops at 63
* Async SR Flop Fraction at 0%
* Pre-CTS setup slack at 0.1782 ns
* Buffers on Ports at 101
* Commonest flop: dfxtp_1
* Total power draw at 0.9128 mW
* Detailed Routing Iterations Pass 1 at 4
* Critical Path Fanout Max at 23
* Most frequent logic cell in the layout: clkdlybuf4s50_1
* Average size of a mapped cell at 8.528 um2
## synth_stat cells (6+ instances only)
library cell   n
nor4_1         9
a31oi_1        7
nor2b_1       16
nor2_1        62
or3_1         10
mux2i_1       12
a21o_1        20
nor3_1        20
clkbuf_1      10
o21ai_0       29
or2_2          6
nand3_1       11
xor2_1        26
a21oi_1       52
edfxtp_1      12
inv_1         69
xnor2_1       31
fa_1           9
nor4_2        18
ha_1          84
nand2b_1      20
nand2_1       37
dfxtp_1       51
## flip-flops by register name, summed over array words and instances, names as in the netlist
name / count
per_frame_counter: 6
frame_counter: 6
pace_counter: 6
BI_X_Motion: 2
BI_BlkX_Pos: 6
BI_BlkY_Pos: 6
Dir: 3
Dir_delayed: 3
BI_Y_Pos: 11
frame_clk_delayed: 1
BI_X_Pos: 11
frame_clk_rising_edge: 1
BI_Y_Motion: 1
## per-stage QoR
step,instance area [um2],hold WS (ns)
floorplan,6166,0.3674
global placement,7340,0.3746
detailed placement,7340,0.3773
CTS,7662,0.3855
global route,7735,0.3888
finish,7735,0.3829
## report_power, final
part | switching [mW] | total, mW | internal, mW
sequential | 0.00410 | 0.299 | 0.294
clock | 0.129 | 0.374 | 0.245
combinational | 0.130 | 0.240 | 0.110
total | 0.263 | 0.913 | 0.649
## per-layer routing
layer	routed length (um)	GRT usage [%]
met5	0	0
met2	6143	36.93
met3	544	2.838
met1	6830	36.45
met4	82	1.667
## repair_timing
action                     in CTS  in global routing
gates resized                   0                 12
setup endpoints to repair       0                 23
hold endpoints to repair        0                  0
setup buffers                   0                  0
## worst paths after layout
check                                                 start                            end  slack, ns
worst min-delay path              frame_clk_delayed$_DFF_P_  frame_clk_rising_edge$_DFF_P_       0.38
worst max-delay path                               DrawY[0]                        BI_X[7]       0.35
worst max register to register  BI_X_Motion[9]$_SDFFE_PP0P_      BI_X_Pos[10]$_SDFFE_PP0P_       6.03
worst min register to register    frame_clk_delayed$_DFF_P_  frame_clk_rising_edge$_DFF_P_       0.38
## cell families after synthesis
| group | Yosys count | synth area share [%] |
|---|---|---|
| fa+ha+maj | 93 | 19.97 |
| xor+xnor | 60 | 8.888 |
| simple gates | 239 | 22.34 |
| flops | 63 | 22.40 |
| mux | 15 | 2.496 |
| compound gates | 166 | 18.18 |
| buf+inv | 87 | 5.722 |
## worst reg2reg max path, delay by kind of cell (launching register included)
family                   cells  cell delay (ns)
adder cells (fa/ha/maj)      1             0.43
buffers and inverters        1             0.12
flip-flops                   1             0.63
AND-OR/OR-AND                5             0.94
AND/OR/NAND/NOR              3             0.69
## final cells by class
type	instances	area (um2)	area share (%)
Clock inverter	7	97.59	1.262
Inverter	69	259.0	3.348
Sequential cell	63	1381	17.86
Timing Repair Buffer	109	1075	13.90
Tap cell	147	183.9	2.378
Clock buffer	9	225.2	2.912
Multi-Input combinational cell	573	4513	58.35
Power and IR drop assume default switching activity.
