===== design.v =====
module  VGA_controller (input              Clk,          
                                           Reset,        
                        output logic       VGA_HS,       
                                           VGA_VS,       
                        input              VGA_CLK,      
                        output logic       VGA_BLANK_N,  
                                           VGA_SYNC_N,   
                        output logic [10:0] DrawX,        
                                           DrawY         
                        );     
    parameter [10:0] H_TOTAL = 11'd800;
    parameter [10:0] V_TOTAL = 11'd525;
    logic VGA_HS_in, VGA_VS_in, VGA_BLANK_N_in;
    logic [10:0] h_counter, v_counter;
    logic [10:0] h_counter_in, v_counter_in;
    assign VGA_SYNC_N = 1'b0;
    assign DrawX = h_counter;
    assign DrawY = v_counter;
    always_ff @ (posedge VGA_CLK)
    begin
        if (Reset)
        begin
            VGA_HS <= 1'b0;
            VGA_VS <= 1'b0;
            VGA_BLANK_N <= 1'b0;
            h_counter <= 11'd0;
            v_counter <= 11'd0;
        end
        else
        begin
            VGA_HS <= VGA_HS_in;
            VGA_VS <= VGA_VS_in;
            VGA_BLANK_N <= VGA_BLANK_N_in;
            h_counter <= h_counter_in;
            v_counter <= v_counter_in;
        end
    end
    always_comb
    begin
        h_counter_in = h_counter + 11'd1;
        v_counter_in = v_counter;
        if(h_counter + 11'd1 == H_TOTAL)
        begin
            h_counter_in = 11'd0;
            if(v_counter + 11'd1 == V_TOTAL)
                v_counter_in = 11'd0;
            else
                v_counter_in = v_counter + 11'd1;
        end
        VGA_HS_in = 1'b1;
        if(h_counter_in >= 11'd656 && h_counter_in < 11'd752)
            VGA_HS_in = 1'b0;
        VGA_VS_in = 1'b1;
        if(v_counter_in >= 11'd490 && v_counter_in < 11'd492)
            VGA_VS_in = 1'b0;
        VGA_BLANK_N_in = 1'b0;
        if(h_counter_in < 11'd640 && v_counter_in < 11'd480)
            VGA_BLANK_N_in = 1'b1;
    end
endmodule

===== run.sh =====
#!/bin/bash
# OpenROAD 26Q1-2900-gdf79404cd8, Yosys 0.63+post, stock flow scripts
make -C /OpenROAD-flow-scripts/flow DESIGN_CONFIG=/design/flow/config.mk WORK_HOME=/design/flow/orfs finish

===== config.mk =====
export PLATFORM = sky130hd
export DESIGN_NAME = VGA_controller
export DESIGN_NICKNAME = VGA_controller
export VERILOG_FILES = /design/flow/design.v
export SDC_FILE = /design/flow/constraint.sdc
export NUM_CORES = 4
export LEC_CHECK = 1
export CORE_AREA = 10 10 102 102
export DIE_AREA = 0 0 112 112

===== constraint.sdc =====
current_design VGA_controller

set clk_period 4.4
set clk_io_pct 0.2

create_clock -name clk0 -period $clk_period [get_ports {VGA_CLK}]

set non_clock_inputs [all_inputs -no_clocks]
set_input_delay [expr $clk_period * $clk_io_pct] -clock clk0 $non_clock_inputs
set_output_delay [expr $clk_period * $clk_io_pct] -clock clk0 [all_outputs]

==> CHANGELOG.md <==
### Metrics

- Ao+oa area frac: 16.83%
- Max Fclk: between 300 and 400 MHz
- Area Overhead vs Synth: 19.91%
- GRT Util Overall: about 6.3%
- Post-synth seq share: a little under 30%
- Routed vias: roughly 1400
- IO Port Bufs: 26
- Drt pass-1 iters: 4
- FF-to-FF End: VGA_VS
- Tool Warnings: 27
- Pwr dens: 192.9 nW/um^2
- Peak VDD IR: about 150 uV
- RSZ-0062 raised after global routing: false
- FP Rows: 33
- Remaining DRCs: 0
- WL final: around 4000 microns
- Hold Crit Start: h_counter[0]
- CP endpoint kind: register
- Die ar.: 12540 sq um
- Initial antenna violation count: 0
- Total negative slack: 0 ps
- EDFF count, synth: 0
- Main logic family after synthesis: simple AND/OR/NAND/NOR gates
- Commonest Layout Cell: nor2_1
- GRT overflow: 0
- Cell Type Count: about 63
- XORs/XNORs by Area: 8.229%
- GPL Wtd Cong: 0.8189
- Final non-filler cell total: 324
- Routed WL per cell: 12.35 microns
- Layout fillers: ~890
- Max cap viols: 0
- Vias/cell: approximately 4.5
- Die width: approximately 110 microns
- Hold_buf cts: 0
- Ant diodes: 0
- Slew HR: 51.37%
- Status: finished, final reports clean
- Final worst path period share: about 60%
- Asr flop ratio synth: 0%
- Starting DRC count in detailed routing: 24
- Vias in the first global route: between 1000 and 1500
- Mapped Cells: 206
- Leakage Power: about 0.67 nW
- DP HPWL: about 2900 microns
- Hold Path Stages: 1
- Crit Path Max Fanout: 18
- Crit path DAT: ~2800 ps
- Init Core Util: 20.72%
- Syn avg cell area: 8.266 sq um
- Fin Clk Skew: 5.465 ps
- YS chip area: 1703 sq um
- Flops after synth: 25
- Clock sinks: 25
- Dominant register cell: dfxtp_1
- Slew @ Worst Pin: a little over 700 ps
- Critical R2R Launch: h_counter[0]
- Tmin final: 2585 ps
- Fin. max-slew vios: 0
- Clk Latency, worst-skew pair: approximately 270 ps
- Synth warnings: 1
- CTS Root Cell: clkbuf_8
- Number of cells in Yosys stat: a little over 200
- Clock tree buffer depth: 2
- H-tree depth: 1
- CTS resizes: 0
- Simple-Gate Area Share: about 34%
- Post-route ant nets: 0
- Largest net degree at the start of global routing: 19
- Commonest non-fill, non-tap cells in the layout: 33 x nor2_1, 26 x clkdlybuf4s50_1, 25 x dfxtp_1, 17 x nand2_1
- CP required: roughly 4600 ps
- Fin Hold WS: 519.0 ps
- CP Class: reg -> reg
- Mux share: under 10%
- Hold EP: h_counter[0]
- CTS tree: yes
- Hold Crit Class: reg -> reg
- Number of CTS-inserted buffers: 3
- Core Area: 8217 sq um
- Clock slew at reported path FFs: roughly 90 ps
- Placed instance count: 320
- Post-layout util: between 20% and 30%
- Setup bufs post-CTS: 0
- Share of cells above drive strength 1: 9.132%
- Adder share: around 2.2%
- Die Y: around 110 microns
- Reg2Reg Depth: 8
- First-pass GRT wire length: 6817 microns
- CP Launch Type: register
- Count of final setup violators: 0
- I/O pin count: 29
- Flop-to-flop setup slack: around 1800 ps
- Final Hold Viols: 0
- Synth Cell Area: 1703 sq um
-- worst max path at each step --
stage | from | endpoint | slack, ps
4_1_cts | h_counter[0] | VGA_VS | 1800
5_1_grt | h_counter[0] | VGA_VS | 1520
6_report | h_counter[0] | VGA_VS | 1820
-- layout make-up --
type	instances	area, sq um	share of cell area [%]
clock buffers	4	45.04	2.206
inverters	5	18.77	0.9191
multi-input cells	159	1086	53.19
flip-flops and latches	25	500.5	24.51
well taps	105	131.4	6.434
repair buffers	26	260.3	12.75
-- per-stage QoR --
step	power, mW	worst slack, ps	instance area [sq um]
floorplan	0.2504	2263	1703
finish	0.3939	1815	2042
CTS	0.4016	1797	2042
detailed placement	0.2618	1835	1997
global placement	0.2616	1871	1997
global route	0.4165	1516	2042
-- cells in the mapped netlist (2+ instances only) --
master     n  area [sq um]
o41ai_1    2         17.52
dfxtp_1   25         500.5
o311a_1    2         20.02
nand4_1    3         18.77
nand2_1   17         63.81
nor3_1     4         20.02
nand3_2    2         20.02
nand2b_1   3         18.77
nand3b_1   4         30.03
nor4b_1    3         26.28
and3_1     3         18.77
a21oi_1    9         45.04
buf_2      6         30.03
o21ai_0    5         25.02
clkbuf_1   5         18.77
nand3_1    7         35.03
xnor2_1    7         61.31
inv_1      5         18.77
nor2b_1    2         12.51
nor3_2     2         20.02
buf_4      5         37.54
ha_1       3         37.54
xor2_1     9         78.83
mux2i_1    2         20.02
nor2_1    33         123.9
-- per-layer routing --
metal / track usage [%] / up-vias / part of all wire [%]
li1: - / 752 / -
met5: 0 / - / 0
met3: 2.117 / 2 / 6.6
met1: 8.741 / 666 / 49
met4: 0.2538 / 0 / 0.35
met2: 9.713 / 26 / 44
-- cell families after synthesis --
| kind of cell | after synthesis |
|---|---|
| xor gates and xnor gates | 16 |
| AOI/OAI and AO/OA | 37 |
| other | 1 |
| and+or+nand+nor | 99 |
| buffers and inverters | 22 |
| adders and majority gates | 3 |
| muxes | 3 |
| DFF | 25 |
-- flip-flops by register name (all words and copies together) (netlist names) --
name,flops
h_counter,11
v_counter,11
VGA_BLANK_N,1
VGA_HS,1
VGA_VS,1
-- critical path, stage by stage (launching register included) --
cell     delay (ps)
dfxtp_1         450
ha_1            340
a21bo_1         250
nor4_1          370
nor3_2          160
nor2_4          360
o21ai_0         150
a22o_1          210
a41oi_1         210
-- where the power goes --
part,switching [mW],internal [mW]
Sequential,0.00493,0.230
Clock,0.0731,0.0648
Combinational,0.00946,0.0117
Total,0.0875,0.306
Power figures rest on the tool's default switching activity, not on a simulated workload.
