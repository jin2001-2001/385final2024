## /design/flow/config.mk

```make
export PLATFORM = sky130hd
export DESIGN_NAME = ball
export DESIGN_NICKNAME = ball
export VERILOG_FILES = /design/flow/design.v
export SDC_FILE = /design/flow/constraint.sdc
export NUM_CORES = 4
export LEC_CHECK = 1
export CORE_UTILIZATION = 50
```

## /design/flow/constraint.sdc

```tcl
current_design ball

set clk_period 26.0
set clk_io_pct 0.2

create_clock -name clk0 -period $clk_period [get_ports {Clk}]

set non_clock_inputs [all_inputs -no_clocks]
set_input_delay [expr $clk_period * $clk_io_pct] -clock clk0 $non_clock_inputs
set_output_delay [expr $clk_period * $clk_io_pct] -clock clk0 [all_outputs]
```

## /design/flow/design.v

```verilog
module  ball ( input         Clk,                 
                             Reset,               
                             frame_clk,           
               input [9:0]   DrawX, DrawY,        
					input [7:0]	  keycode,				  
               output logic  is_ball              
              );
    parameter [9:0] Ball_X_Center = 10'd320;   
    parameter [9:0] Ball_Y_Center = 10'd240;   
    parameter [9:0] Ball_X_Min = 10'd0;        
    parameter [9:0] Ball_X_Max = 10'd639;      
    parameter [9:0] Ball_Y_Min = 10'd0;        
    parameter [9:0] Ball_Y_Max = 10'd479;      
    parameter [9:0] Ball_X_Step = 10'd1;       
    parameter [9:0] Ball_Y_Step = 10'd1;       
    parameter [9:0] Ball_Size = 10'd4;         
    logic [9:0] Ball_X_Pos, Ball_X_Motion, Ball_Y_Pos, Ball_Y_Motion;
    logic [9:0] Ball_X_Pos_in, Ball_X_Motion_in, Ball_Y_Pos_in, Ball_Y_Motion_in;
    logic frame_clk_delayed, frame_clk_rising_edge;
    always_ff @ (posedge Clk) begin
        frame_clk_delayed <= frame_clk;
        frame_clk_rising_edge <= (frame_clk == 1'b1) && (frame_clk_delayed == 1'b0);
    end
    always_ff @ (posedge Clk)
    begin
        if (Reset)
        begin
            Ball_X_Pos <= Ball_X_Center;
            Ball_Y_Pos <= Ball_Y_Center;
            Ball_X_Motion <= 10'd0;
            Ball_Y_Motion <= Ball_Y_Step;
        end
        else
        begin
            Ball_X_Pos <= Ball_X_Pos_in;
            Ball_Y_Pos <= Ball_Y_Pos_in;
            Ball_X_Motion <= Ball_X_Motion_in;
            Ball_Y_Motion <= Ball_Y_Motion_in;
        end
    end
    always_comb
    begin
        Ball_X_Pos_in = Ball_X_Pos;
        Ball_Y_Pos_in = Ball_Y_Pos;
        Ball_X_Motion_in = Ball_X_Motion;
        Ball_Y_Motion_in = Ball_Y_Motion;
        if (frame_clk_rising_edge)
        begin
				case(keycode)
					8'h04: begin
								Ball_X_Motion_in = (~(Ball_X_Step) + 1'b1);
								Ball_Y_Motion_in = 10'h000;
							end
					8'h07: begin
								Ball_X_Motion_in = Ball_X_Step;
								Ball_Y_Motion_in = 10'h000;
							end
					8'h1a: begin
								Ball_X_Motion_in = 10'h000;
								Ball_Y_Motion_in = (~(Ball_Y_Step) + 1'b1);
							end
					8'h16: begin
								Ball_X_Motion_in = 10'h000;
								Ball_Y_Motion_in = Ball_Y_Step;
							end
					default:
						begin
						end
				endcase
            if( Ball_Y_Pos + Ball_Size >= Ball_Y_Max )   
                Ball_Y_Motion_in = (~(Ball_Y_Step) + 1'b1);   
            else if ( Ball_Y_Pos <= Ball_Y_Min + Ball_Size )   
                Ball_Y_Motion_in = Ball_Y_Step;
            if( Ball_X_Pos + Ball_Size >= Ball_X_Max )   
                Ball_X_Motion_in = (~(Ball_X_Step) + 1'b1);   
            else if ( Ball_X_Pos <= Ball_X_Min + Ball_Size )   
                Ball_X_Motion_in = Ball_X_Step;
            Ball_X_Pos_in = Ball_X_Pos + Ball_X_Motion_in;
            Ball_Y_Pos_in = Ball_Y_Pos + Ball_Y_Motion_in;
        end
    end
    int DistX, DistY, Size;
    assign DistX = DrawX - Ball_X_Pos;
    assign DistY = DrawY - Ball_Y_Pos;
    assign Size = Ball_Size;
    always_comb begin
        if ( ( DistX*DistX + DistY*DistY) <= (Size*Size) ) 
            is_ball = 1'b1;
        else
            is_ball = 1'b0;
    end
endmodule
```

## /design/flow/run.sh

```bash
#!/bin/bash
# OpenROAD 26Q1-2900-gdf79404cd8, Yosys 0.63+post, stock flow scripts
make -C /OpenROAD-flow-scripts/flow DESIGN_CONFIG=/design/flow/config.mk WORK_HOME=/design/flow/orfs finish
```

==> flow_summary.json <==
{
  "synthCells": 1299,
  "syn_to_final_growth_pct": 6.975,
  "final-hold-violation-count": 0,
  "io_buffers": 31,
  "grtUsageTotal_pct": 23.41,
  "antenna_found_initial": 0,
  "setup_viol": 0,
  "cp-start-kind": "input pin",
  "cp_num_buf_inv": 6,
  "enable_flop_cells": 0,
  "finalCriticalPeriod_ns": 19.97,
  "min_to": "frame_clk_rising_edge",
  "chip_area_sq_mm": 0.02394,
  "synthArstFlopShare_pct": 0,
  "cts.path.max_buffers": 2,
  "maxSlewViolCount": 0,
  "die_x_um": 154.7,
  "min_from": "frame_clk_delayed",
  "detail_route.wl_per_cell_um": 15.01,
  "overflow": 0,
  "ys_area_sq_mm": 0.01166,
  "ys.warnings.count": 1,
  "cp_slowest_cell": "a211oi_2",
  "dpl.hpwl_um": 22230,
  "worstSkewPairLatency_ns": 0.26,
  "drive_above_1_share_pct": 3.534,
  "post-route-period-util_pct": 76.83,
  "synthTopCellsByArea": "fa_1, ha_1, inv_1",
  "cts_setup_buffers": 0,
  "whs_ns": 0.3876,
  "dr.pass1.iters": 4,
  "path_common_cell": "fa_1",
  "ioPinCount": 32,
  "r2r-end": "Ball_Y_Pos[9]",
  "num-fill-cells": 2122,
  "tool_warnings": 32,
  "r2r-start": "Ball_Y_Pos[1]",
  "cts_max_level": 1,
  "yosysTopAreaCell": "fa_1",
  "rsz0062_at_grt": "no",
  "layout_setup_ws_ns": 6.025,
  "crit_required_ns": 20.80,
  "initCoreUtil_pct": 51.19,
  "fmax_mhz": 50.06,
  "cts_root_buffer": "clkbuf_16",
  "hold_class": "reg -> reg",
  "clk_pin_slew_worst_paths_ns": 0.07,
  "syn_avg_cell_area_sq_um": 8.977,
  "place_congestion": 0.9231,
  "cts_buffers": 3,
  "drv_cap": 0,
  "reg2reg_depth": 11,
  "clock-sinks": 28,
  "cts_tree": "yes",
  "setup.worst_path.class": "in -> out",
  "grt_pass1_vias": 8402,
  "grt_max_degree": 37,
  "drc": 0,
  "cpPeakStageDelay_ns": 0.62,
  "setup_tns_ns": 0,
  "synth_flops": 28,
  "status": "finished, final reports clean",
  "crit_family": "adder cells",
  "placementRows": 55,
  "cts_resized": 0,
  "yosysCellCount": 1299,
  "hold_buffers": 0,
  "detail_route.iter0.violations": 263,
  "via_per_inst": 5.047,
  "die_h_um": 154.7,
  "worst_slew_pin_slew_ns": 0.7564,
  "worst_slew_margin_rel_pct": 49.21,
  "endpoint_kind": "output pin",
  "synthFlopType": "dfxtp_1",
  "antennaDiodeCount": 0,
  "ys_seq_share_pct": 4.807,
  "post-place-ws_ns": 6.059,
  "syn_area_sq_mm": 0.01166,
  "ys_types": 77,
  "hold_depth": 1,
  "drtAntennaViolNets": 0,
  "wirelength_um": 24670,
  "cp_max_fo": 9,
  "num_vias": 8292,
  "core_sq_mm": 0.02278,
  "grt_pass1_wl_um": 41030,
  "finClkSkew_ns": 0.006115,
  "top_area_share_pct": 42.23,
  "rrSetupSlack_ns": 22.49,
  "cp.arrival_ns": 14.77
}
==> area by class of cell <==
cell class                 count  area (sq um)  share of cell area [%]
clock buffer                   3         75.07                  0.6018
clock inverter                 1         30.03                  0.2407
inverter                     339          1272                   10.20
multi-input combinational    914          9729                   77.99
sequential                    28         560.5                   4.493
tap                          313         391.6                   3.139
timing repair buffer          45         415.4                   3.330
==> layout by cell type (no fill, tap or decap), drive strengths merged, types with 12 or more instances in the layout <==
cell type / instances
mux2i: 12
nor3: 17
inv: 333
buf: 14
nand3: 16
xor2: 12
a21oi: 43
xnor2: 42
ha: 126
nor2: 129
fa: 246
o21ai: 31
dfxtp: 28
nand2: 87
nand2b: 22
clkdlybuf4s50: 31
==> logic make-up after synthesis <==
group,count (synthesis),synth area share [%]
multiplexers,12,1.030
flip-flops,28,4.807
AND/OR/NAND/NOR,325,12.73
adder cells (fa/ha/maj),372,55.75
AND-OR/OR-AND,151,9.807
XOR/XNOR,54,4.120
buffers and inverters,357,11.76
==> flip-flops by register name, indices dropped and copies added (netlist names), named ones only <==
signal	cells
Ball_X_Motion	2
Ball_X_Pos	10
Ball_Y_Motion	2
Ball_Y_Pos	10
frame_clk_delayed	1
frame_clk_rising_edge	1
==> worst max-delay path by stage <==
stage     startpoint      end  slack [ns]  cells after the start
4_1_cts     DrawX[1]  is_ball        6.01                     29
5_1_grt     DrawX[1]  is_ball        5.48                     29
6_report    DrawX[1]  is_ball        6.03                     29
==> routing by layer <==
metal / global-route usage, % / vias up / share of wire [%]
li1: - / 4077 / -
met1: 35.19 / 4030 / 44
met2: 37.13 / 160 / 48
met3: 5.479 / 25 / 6.1
met4: 4.102 / 0 / 2.4
met5: 0 / - / 0
==> metrics by stage <==
stage	util, %	area [sq um]	instances
after floorplan	-	11660	1299
after global placement	54.30	12370	1639
after detailed placement	54.30	12370	1639
after CTS	54.77	12470	1643
after global routing	54.77	12470	1643
final	54.77	12470	1643
==> cell usage after synthesis (all sizes together), types with 7 or more instances <==
cell type and number:
inv 333, fa 246, nor2 129, ha 126
nand2 87, a21oi 43, xnor2 42, o21ai 31
dfxtp 28, nand2b 22, nor3 17, nand3 16
clkbuf 12, mux2i 12, xor2 12, o211ai 11
nor2b 10, a21o 9, nand4 8, a211oi 7
o41ai 7
